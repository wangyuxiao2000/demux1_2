[config.mk]
export PLATFORM = sky130hd
export DESIGN_NAME = demux1_2
export DESIGN_NICKNAME = demux1_2
export VERILOG_FILES = /design/flow/design.v
export SDC_FILE = /design/flow/constraint.sdc
export NUM_CORES = 4
export LEC_CHECK = 1
export CORE_AREA = 10 10 70 70
export DIE_AREA = 0 0 80 80
[constraint.sdc]
current_design demux1_2

set clk_period 1.0
set clk_io_pct 0.2

create_clock -name clk0 -period $clk_period [get_ports {clk}]

set non_clock_inputs [all_inputs -no_clocks]
set_input_delay [expr $clk_period * $clk_io_pct] -clock clk0 $non_clock_inputs
set_output_delay [expr $clk_period * $clk_io_pct] -clock clk0 [all_outputs]
[design.v]
`timescale 1 ns / 1 ps
module demux1_2 (clk,rst_n,sel,s_axis_tdata,s_axis_tvalid,s_axis_tlast,s_axis_tready,m0_axis_tdata,m0_axis_tvalid,m0_axis_tlast,m0_axis_tready,m1_axis_tdata,m1_axis_tvalid,m1_axis_tlast,m1_axis_tready);
parameter width=1;    
parameter mode=0;     
input clk;                          
input rst_n;                        
input sel;                          
input [width-1:0] s_axis_tdata;     
input s_axis_tvalid;                
input s_axis_tlast;                 
output s_axis_tready;               
output [width-1:0] m0_axis_tdata;   
output m0_axis_tvalid;              
output m0_axis_tlast;               
input m0_axis_tready;               
output [width-1:0] m1_axis_tdata;   
output m1_axis_tvalid;              
output m1_axis_tlast;               
input m1_axis_tready;               
generate
  if(mode) 
    begin
      assign m0_axis_tdata=rst_n?(sel?0:s_axis_tdata):0;
      assign m0_axis_tvalid=rst_n?(sel?0:s_axis_tvalid):0;
      assign m0_axis_tlast=rst_n?(sel?0:s_axis_tlast):0;
      assign m1_axis_tdata=rst_n?(sel?s_axis_tdata:0):0;
      assign m1_axis_tvalid=rst_n?(sel?s_axis_tvalid:0):0;
      assign m1_axis_tlast=rst_n?(sel?s_axis_tlast:0):0;
      assign s_axis_tready=rst_n?(sel?m1_axis_tready:m0_axis_tready):0;
    end
  else 
    begin
      reg s_axis_tready_reg;
      reg [width-1:0] m0_axis_tdata_reg;
      reg m0_axis_tvalid_reg;
      reg m0_axis_tlast_reg;
      reg [width-1:0] m1_axis_tdata_reg;
      reg m1_axis_tvalid_reg;
      reg m1_axis_tlast_reg;
      always@(posedge clk or negedge rst_n)
      begin
        if(!rst_n)
          begin
            s_axis_tready_reg<=0;
            m0_axis_tdata_reg<=0;
            m0_axis_tvalid_reg<=0;
            m0_axis_tlast_reg<=0;
            m1_axis_tdata_reg<=0;
            m1_axis_tvalid_reg<=0;
            m1_axis_tlast_reg<=0;
          end
        else
          begin
            if(sel) 
              begin
                s_axis_tready_reg<=m1_axis_tready;
                m0_axis_tdata_reg<=0;
                m0_axis_tvalid_reg<=0;
                m0_axis_tlast_reg<=0;
                m1_axis_tdata_reg<=s_axis_tdata;
                m1_axis_tvalid_reg<=s_axis_tvalid;
                m1_axis_tlast_reg<=s_axis_tlast;
              end
            else 
              begin
                s_axis_tready_reg<=m0_axis_tready;
                m0_axis_tdata_reg<=s_axis_tdata;
                m0_axis_tvalid_reg<=s_axis_tvalid;
                m0_axis_tlast_reg<=s_axis_tlast;
                m1_axis_tdata_reg<=0;
                m1_axis_tvalid_reg<=0;
                m1_axis_tlast_reg<=0;
              end
          end
      end
      assign m0_axis_tdata=m0_axis_tdata_reg;
      assign m0_axis_tvalid=m0_axis_tvalid_reg;
      assign m0_axis_tlast=m0_axis_tlast_reg;
      assign m1_axis_tdata=m1_axis_tdata_reg;
      assign m1_axis_tvalid=m1_axis_tvalid_reg;
      assign m1_axis_tlast=m1_axis_tlast_reg;
      assign s_axis_tready=s_axis_tready_reg;
    end
endgenerate
endmodule
[run.sh]
#!/bin/bash
# OpenROAD 26Q1-2900-gdf79404cd8, Yosys 0.63+post, stock flow scripts
make -C /OpenROAD-flow-scripts/flow DESIGN_CONFIG=/design/flow/config.mk WORK_HOME=/design/flow/orfs finish
==> impl_metrics.toml <==
# flow metrics
[logic_synthesis]
avgSynthCellArea_sq_um = 17.07
yosys_cells = 14
ys_seq_frac = 0.7330
netlist_instances = 14
yosys_area_sq_um = 239.0
synth_cell_types = 4
synth_warnings = 1
synthesis.area_sq_um = 239.0
ys_seq_elements = 7

[clock_tree]
clock_path_buffers = 2
h-tree-depth = 1
hold_buffers = 0
cts-root-buf = "clkbuf_4"
cts_buffers = 3
cts_tree = "yes"
clk_pin_slew_ns = 0.05
cts_sinks = 7

[power]
sw_frac_of_total = 0.1792
peakVddDrop_mv = 0.1618
power.total_w = 0.0006085
p_clk_frac = 0.392
p_comb_frac = 0.110
power_density_nw_per_um2 = 1398
power_leakage_nw = 0.2051
internal_power_w = 0.0004994
seq_power_share = 0.498
power.switching_w = 0.0001091

[setup_path]
critPathKind = "flop to output port"
crit_fanout = 1
critPathBufInv = 1
worst-endpoint-required_ns = 0.80
arrival_ns = 0.76
crit_slowest_cell = "dfrtp_1"
crit_path_max_incr_delay_ns = 0.35
start_kind = "flop"
cp-end-kind = "output port"
cp_top_family = "flip-flops"
path_cells = "clkdlybuf4s15_1"

[sta]
min_period_ns = 0.9639
fmax_mhz = 1038
rsz0062_at_grt = "false"
tightest_slew_ns = 0.2773
post-route-period-util = 0.9639
tns_ns = 0
maxSlewViolCount = 0
maxSlewHeadroom = 0.8146
hold_viol_final = 0
timing.hold.ws_ns = 0.1996
setup_violations = 0

[layout]
layout_top_cell = "dfrtp_1"
final_area_sq_um = 435.4
n_fill_cell = 402
final_cell_mix = "dfrtp_1 (7), clkdlybuf4s50_1 (6), clkbuf_2 (5)"
finalCoreUtilization = 0.1275
area_delta_synth_final_pct = 82.20
drive_gt1_frac = 0.5000

[job]
cap_violations = 0
tool_warnings = 25

[floorplan]
core_area_sq_um = 3416
fp.dieH_microns = 80
die_area_sq_um = 6400
fp_util = 0.06996
die_width_microns = 80
rows = 21
io_pins = 15

[global_route]
grt_max_degree = 8
gr-total-overflow = 0
antenna_found_initial = 0
first_global_vias = 197
grt_usage = 0.01747
grt_pass1_wl_microns = 876

[outcome]
outcome = "finished, final reports clean"

[route]
final_antenna_net_count = 0
dr.first_iter.drc_count = 1
via_per_inst = 2.064
dr.pass1.iters = 2
post-route-drc-count = 0
vias = 161
antenna_cells_inserted = 0
wl_microns = 573
wire_per_inst_microns = 7.346

[hold_path]
min_path_type = "primary input to async pin"

[placement]
port_buffers = 14
placed_area_sq_um = 436.7
place.gp.congestion = 0.6166
-- power by group through the flow --
stage     clock network [W]   logic, W  registers, W
4_1_cts            0.000252  0.0000755      0.000303
5_1_grt            0.000269  0.0000759      0.000304
6_report           0.000238  0.0000671      0.000303
-- area by class of cell --
type,count,area [sq um],share of cell area
sequential,7,175.2,0.4023
tap,46,57.56,0.1322
clock buffer,4,26.28,0.06034
timing repair buffer,14,112.6,0.2586
multi-input combinational,7,63.81,0.1466
-- worst paths after layout --
check,start,endpoint,slack [ns],cells past startpoint
worst min-delay path,rst_n,genblk1.s_axis_tready_reg,0.20,1
min in group clk0,sel,genblk1.m1_axis_tdata_reg,0.36,2
worst max-delay path,genblk1.s_axis_tready_reg,s_axis_tready,0.04,1
max in group asynchronous,rst_n,genblk1.m0_axis_tlast_reg,0.58,1
-- cell usage after synthesis --
library cell	number	area, sq um
and2_2	3	22.52
dfrtp_1	7	175.2
mux2_4	1	15.01
and2b_2	3	26.28
-- timing repair --
action / CTS / global route
endpoints found under the setup margin: 7 / 6
resized: 15 / 6
endpoints found under the hold margin: 0 / 0
buffers inserted: 0 / 0
-- metrics by stage --
step	setup WS, ns	std cells
2_1_floorplan	0.4071	14
3_3_place_gp	-0.1970	74
3_5_place_dp	-0.2286	74
4_1_cts	0.002531	78
5_1_grt	0.002298	78
6_report	0.03614	78
-- logic make-up (layout without fill, tap and decap cells) --
| logic type | count (synthesis) | in the layout | share of synthesized area |
|---|---|---|---|
| buf+inv | 0 | 18 | 0 |
| flops | 7 | 7 | 0.7330 |
| mux | 1 | 1 | 0.06281 |
| simple gates | 6 | 6 | 0.2042 |
-- routing by layer --
layer  global-route usage  share of wire
met3             0.009091          0.086
met5                    0              0
met2              0.02488           0.51
met4              0.01232              0
met1              0.01959           0.40
Power figures rest on the tool's default switching activity, not on a simulated workload.
